<file path="./constraint.sdc">
current_design RegFile

set clk_period 8.1
set clk_io_pct 0.2

create_clock -name clk0 -period $clk_period [get_ports {CLK}]

set non_clock_inputs [all_inputs -no_clocks]
set_input_delay [expr $clk_period * $clk_io_pct] -clock clk0 $non_clock_inputs
set_output_delay [expr $clk_period * $clk_io_pct] -clock clk0 [all_outputs]
</file>
<file path="./design.v">
`timescale 1ns / 1ps
module RegFile(
    input CLK,
    input RST,
    input [4:0] ReadReg1,
    input [4:0] ReadReg2,
    input [4:0] WriteReg,
    input [31:0] WriteData,
    input WE,
    output [31:0] ReadData1,
    output [31:0] ReadData2
    );
    reg [31:0] regFile[31:1];
    integer i;
    assign ReadData1 = (ReadReg1 == 0) ? 0 : regFile[ReadReg1];
    assign ReadData2 = (ReadReg2 == 0) ? 0 : regFile[ReadReg2];
    always @ ( negedge CLK or negedge RST ) begin
    if (RST == 0) begin
        for(i = 1; i < 32; i = i + 1)
            regFile[i] <= 0;
        end
    else if (WE == 1 && WriteReg != 0)
        regFile[WriteReg] <= WriteData;
    end
endmodule
</file>
<file path="./config.mk">
export PLATFORM = sky130hd
export DESIGN_NAME = RegFile
export DESIGN_NICKNAME = RegFile
export VERILOG_FILES = /design/flow/design.v
export SDC_FILE = /design/flow/constraint.sdc
export NUM_CORES = 4
export LEC_CHECK = 1
export CORE_UTILIZATION = 40
</file>
<file path="./run.sh">
#!/bin/bash
# OpenROAD 26Q1-2900-gdf79404cd8, Yosys 0.63+post, stock flow scripts
make -C /OpenROAD-flow-scripts/flow DESIGN_CONFIG=/design/flow/config.mk WORK_HOME=/design/flow/orfs finish
</file>
==> out/qor.txt <==
setup tns final: 0 ns
cell count listed in synth_stat.txt: 4679
Critical Setup Path Class: reg2out
count of flip-flops with a built-in enable after synthesis: 0
global routing met1 resource utilization: 54.9%
number of warnings in the stage logs: 26
per-cell routed wire length: 42.4 µm
Hold Crit Depth: 1
global-route usage over all layers: 44.3%
met3 track demand over resource: 27.1%
worst setup slack after placement: 0.109 ns
clock edge transition at the registers on the reported setup and hold paths: 0.05 ns
number of antenna violations at the first check in global routing: 22
Synth-to-Final Area Change: 19.1%
Most flops, register: regFile
wire length of the first global-routing pass: 387000 µm
element type at the critical path start: flop
type of the worst min-delay path: reg2reg
source of the worst register-to-register timing path: regFile[6][9]$_DFFE_NN0P_
Post-Syn Area per Cell: 11.2 µm²
grt peak-use layer: met2
Most used DFF post-synth: dfrtn_1
# clock sinks: 992
# H-tree levels: 3
DIE AREA: 132000 µm²
tally of max-capacitance violations: 0
setup slack, reg-to-reg: 7.12 ns
share of the yosys chip area belonging to registers: 47.5%
Final HPWL DP: 172000 µm
Worst setup EP type: output port
cell type with the largest total area after synthesis: dfrtn_1
WHS: 0.462 ns
number of distinct standard cells referenced by the synthesized netlist: 78
Ports: 114
maximum number of pins on one net before global-route repair: 89
hold violation total from the final report: 0
largest registers in the final layout: regFile: 992 flops
fin worst setup slack: 0.00691 ns
hold wc startpoint: regFile[13][6]$_DFFE_NN0P_
worst max-slew margin expressed relative to the limit: 28.8%
transition time at the pin with the least slew margin: 1.07 ns
number of global-route vias before repair: 47000
RSZ-0062 raised after global routing: no
Finish-stage setup viols: 0
flop and latch count out of synthesis: 992
reported leakage power: 26.7 nW
number of warnings printed during yosys synthesis: 2
required time reported for the critical path endpoint: 6.48 ns
hold buffer count at CTS: 0
Cell Area, Placed: 56900 µm²
initial cell density of the core: 40.3%
post-synthesis instance area: 52200 µm²
total number of vias: 47800
cell at the root of the clock tree: clkbuf_16
DRC errors left: 0
final-report max-slew violation count: 0
cell area power density: 238 nW/µm²
placer's final routability congestion estimate: 1.03
die span in x: 363 µm
cell count of the worst reg-to-reg path: 2
clock insertion delay at the later pin of the skew report: 0.70 ns
cts bufs inserted: 110
count of TritonRoute iterations in the first routing pass: 8
wire length after detailed routing: 281000 µm
vias per cell: 7.23
maximum clock insertion buffer count: 3
largest fanout of any net on the critical path: 2
reg-to-reg endpoint: regFile[6][9]$_DFFE_NN0P_
Worst Clk Skew: 0 ns
status: finished, final reports clean
area of the synthesized netlist per yosys stat: 52200 µm²
Iter 0 DRT Violations: 5925
maximum resistive drop on vdd: 164 µV
share of the synthesized area in the top cell type: 47.5%
remaining number of nets flagged by the antenna check after routing: 0
async set-or-reset flop fraction in the synthesized netlist: 100%
max reg flops: 992
standard-cell rows: 132
residual overflow from global routing: 0
clock tree from TritonCTS: yes
top post-synthesis cells by area: dfrtn_1 48%, mux2_2 21%, nand3_1 6.6%, a22oi_1 4.9%, nand4_1 2.7%
Gate Count Post-Synth: 4679
CP Data Arrival Time: 6.47 ns
proportion of layout cells with a drive suffix above 1: 36.9%
buffers added on ports: 113
endpoint of the worst hold path: regFile[13][6]$_DFFE_NN0P_
GRT met2 Usage: 58.0%
height of the chip: 363 µm
core footprint: 129000 µm²
Non-Filler Cell Area, Final: 62200 µm²
filler instances: 11600
-- power breakdown --
group	internal [W]	switching, W	total, W
clock	0.00327	0.00225	0.00552
sequential	0.00601	0.000934	0.00695
combinational	0.00115	0.00117	0.00232
-- metrics by stage --
stage	utilization, %	total power [W]	instances
floorplan	-	0.00791	4679
CTS	47.7	0.0147	6589
detailed placement	43.9	0.00913	6358
global route	48.0	0.0152	6593
finish	48.0	0.0148	6616
global placement	43.9	0.00909	6358
-- cells by family (layout without fill, tap and decap cells) --
kind of cell,Yosys count,after routing,synth area share (%)
other,0,24,0
multiplexers,1012,1012,21.8
buffers and inverters,524,695,4.59
AND/OR/NAND/NOR,1454,1454,16.0
flip-flops,992,992,47.5
AND-OR/OR-AND,697,697,10.1
-- cells in the mapped netlist, drive strengths merged (4+ instances only) --
| cell | count |
|---|---|
| nor3b | 13 |
| nand2b | 9 |
| a211o | 5 |
| nand4 | 224 |
| a221o | 11 |
| a22oi | 340 |
| mux2 | 1002 |
| a221oi | 5 |
| nand2 | 68 |
| nor2 | 57 |
| a41oi | 6 |
| and3b | 8 |
| nand3 | 689 |
| nor4b | 4 |
| and3 | 186 |
| buf | 322 |
| and4b | 6 |
| nor2b | 8 |
| nor3 | 24 |
| a22o | 48 |
| and4 | 51 |
| a222oi | 36 |
| a32oi | 7 |
| a21oi | 82 |
| nand3b | 16 |
| mux2i | 10 |
| dfrtn | 992 |
| o31a | 14 |
| clkbuf | 199 |
| a211oi | 5 |
| a31oi | 51 |
| nor4 | 42 |
| and2 | 35 |
| a32o | 4 |
| a2111oi | 53 |
| o21ai | 18 |
-- cell type report --
class | count | area [µm²] | area share, %
Timing Repair Buffer | 486 | 4710 | 7.57
Sequential cell | 992 | 24800 | 39.9
Tap cell | 1742 | 2180 | 3.51
Antenna cell | 24 | 60.1 | 0.0966
Clock buffer | 163 | 3320 | 5.34
Inverter | 3 | 11.3 | 0.0181
Multi-Input combinational cell | 3163 | 26500 | 42.6
Clock inverter | 43 | 618 | 0.994
-- metal layers --
metal / vias up / wire length (µm)
li1: 18200 / -
met1: 24000 / 97600
met2: 4196 / 112000
met3: 1443 / 46400
met4: 29 / 24800
met5: - / 338
-- worst max-delay path by stage --
stage	start	end	slack (ns)
after CTS	regFile[13][5]$_DFFE_NN0P_	ReadData2[5]	-0.12
after global routing	regFile[14][20]$_DFFE_NN0P_	ReadData1[20]	0.001
final	regFile[6][9]$_DFFE_NN0P_	ReadData1[9]	0.007
-- cells in the final DEF, fill, tap and decap left out, drive strengths merged, types with 11 or more instances in the layout --
cell,Yosys,routed
and2,35,35
clkbuf,199,164
a222oi,36,36
dlygate4sd2,0,23
a2111oi,53,53
mux2,1002,1002
nor3,24,24
o31a,14,14
dfrtn,992,992
nand4,224,224
a31oi,51,51
nand2,68,68
nand3b,16,16
and3,186,186
a22oi,340,340
buf,322,387
nor3b,13,13
a22o,48,48
and4,51,51
diode,0,24
o21ai,18,18
nor4,42,42
a21oi,82,82
a221o,11,11
dlymetal6s2s,0,11
clkinv,0,20
bufinv,0,14
nor2,57,57
clkdlybuf4s50,0,60
nand3,689,689
-- what timing repair did --
action | 4_1_cts | 5_1_grt
setup buffers | 26 | 3
resized | 223 | 59
setup endpoints to repair | 50 | 44
pin swaps | 99 | 57
-- critical path: stages (launching register included) --
cell and delay, ns:
dfrtn_1 0.41, and4b_1 0.23, o21ai_2 0.15, buf_4 0.17, nand4_1 0.11, nor4_2 0.20
a31oi_1 0.19, dlygate4sd2_1 0.27
Power is estimated from default activity; no workload was simulated.
