File: /design/flow/design.v
`timescale 1ns / 1ps
module ALU(
    input ALUSrcA,
    input ALUSrcB,
    input [31:0] ReadData1,
    input [31:0] ReadData2,
    input [4:0] sa,
    input [31:0] extend,
    input [2:0] ALUOp,
    output reg [31:0] result,
    output zero,
    output sign
    );
    assign zero = (result == 0) ? 1 : 0;
    assign sign = (result[31] == 0) ? 0 : 1;
    wire [31:0] regA, regB;
    assign regA = (ALUSrcA == 0) ? ReadData1 : sa;
    assign regB = (ALUSrcB == 0) ? ReadData2 : extend;
    always @( ALUOp or regA or regB ) begin
        case (ALUOp)
            3'b000 : result = regA + regB;
            3'b001 : result = regA - regB;
            3'b010 : result = regB << regA;
            3'b011 : result = regA | regB;
            3'b100 : result = regA & regB;
            3'b101 : result = (regA < regB) ? 1 : 0;
            3'b110 : begin
                    if ((regA < regB && (regA[31] == regB[31])) || (regA[31] == 1 && regB[31] == 0))
                        result = 1;
                    else
                        result = 0;
                    end
            3'b111: result = regA ^ regB;
            default : begin
                       result = 32'h00000000;
                    end
        endcase
    end
endmodule
File: /design/flow/run.sh
#!/bin/bash
# OpenROAD 26Q1-2900-gdf79404cd8, Yosys 0.63+post, stock flow scripts
make -C /OpenROAD-flow-scripts/flow DESIGN_CONFIG=/design/flow/config.mk WORK_HOME=/design/flow/orfs finish
File: /design/flow/config.mk
export PLATFORM = sky130hd
export DESIGN_NAME = ALU
export DESIGN_NICKNAME = ALU
export VERILOG_FILES = /design/flow/design.v
export SDC_FILE = /design/flow/constraint.sdc
export NUM_CORES = 4
export LEC_CHECK = 1
export CORE_UTILIZATION = 40
File: /design/flow/constraint.sdc
current_design ALU

set clk_period 20.2
set clk_io_pct 0.2

create_clock -name clk0 -period $clk_period

set non_clock_inputs [all_inputs -no_clocks]
set_input_delay [expr $clk_period * $clk_io_pct] -clock clk0 $non_clock_inputs
set_output_delay [expr $clk_period * $clk_io_pct] -clock clk0 [all_outputs]
==> results.tsv <==
stage	metric	value	unit
outcome	status	finished clean	
final_layout	Register Area	0	µm²
worst_setup_path	endpoint type of the worst setup path	primary output	
routing	Ant. Diodes	0	
global_routing	vias in the first global route	8610	
place	post-detail-place hpwl	29100	µm
hold_path	worst hold path depth	6	
final_layout	filler cell count	2032	
routing	post-DR wirelength/cell	24.4	µm
place	RePlAce Congestion	1.04	
global_routing	pin count of the biggest net entering global routing	45	
routing	drt total wl	36900	µm
sta	RSZ-0062 raised after global routing	no	
final_layout	Area growth syn-to-layout	19.4	%
final_layout	layout cells sized above 1	0.0778	
final_layout	cell area after layout	9540	µm²
power_and_ir_drop	VDD IR max	0.0132	mV
sta	final setup vio count	0	
synthesis	post-synthesis cell count	1160	
synthesis	Post-Syn Area	7990	µm²
routing	Initial DRT Pass Iterations	6	
synthesis	yosys stat cell total	1160	
synthesis	Avg Cell Area, Syn	6.89	µm²
synthesis	top cells by area	ha_1, mux2i_1, a21oi_1	
sta	fin crit share	0.724	
final_layout	seq_cells	0	
sta	Max Fclk	68.3	MHz
run	total of max-cap violations	0	
place	DP Area	9540	µm²
floorplanning	Chip Height	143	µm
global_routing	antenna violations before repair	1	
sta	sum of negative setup slack	0	ns
worst_setup_path	Critical Path Source Type	primary input	
place	# port buffers	140	
power_and_ir_drop	pwr/cell area	34.0	nW/µm²
floorplanning	# rows	51	
synthesis	YS warnings	1	
global_routing	Total GRT Usage	0.363	
global_routing	global-route wire length before repair	53900	µm
sta	Slew Limit Fails	0	
sta	Hold Vio Cnt, Final	0	
sta	max_slew headroom	0.347	
power_and_ir_drop	Leakage Power	0.00404	µW
synthesis	sequential cell area fraction in the yosys report	0	
worst_setup_path	crit path max fanout	34	
clock_network	cts hold-fix bufs	0	
synthesis	Chip Area, Yosys	7990	µm²
floorplanning	Initial Util	0.409	
sta	fin crit period	14.63	ns
floorplanning	area of the die	20600	µm²
floorplanning	IO Count	140	
final_layout	Top Layout Cells	clkdlybuf4s50_1, nand2_1, nor2_1, ha_1, inv_1	
clock_network	postcts setup bufs	0	
worst_setup_path	critical path class	primary input to primary output	
routing	vias after detailed routing	9646	
worst_setup_path	CP Data Arrival Time	10.59	ns
routing	DRT iter0 DRCs	1015	
floorplanning	Placeable Area	19500	µm²
final_layout	clock buf count	0	
routing	remaining antenna violation count	0	
hold_path	Hold Path Origin	ALUOp[2]	
run	OpenROAD warnings	89	
synthesis	cell type with the largest total area	ha_1	
synthesis	Synth cell types	85	
hold_path	Hold Path Sink	result[12]	
hold_path	Worst Hold Class	primary input to primary output	
routing	via/cell ratio	6.38	
final_layout	most frequent logic cell in the layout	clkdlybuf4s50_1	
synthesis	Top-area cell share	0.139	
clock_network	CTS resizes	0	
sta	Worst Tran Pin Value	0.974	ns
routing	drt drc	0	
global_routing	GRT Residual Overflow	0	
final_layout	final core occ	0.489	
floorplanning	die width	143	µm
final_layout	Logic area	7250	µm²
worst_setup_path	WP data required	16.16	ns
[worst max-delay path: stages]
cell and delay, ns:
clkdlybuf4s50_1 0.46, buf_4 0.41, mux2i_4 0.11, buf_4 0.26, inv_2 0.50, ha_1 0.31
inv_1 0.07, fa_1 0.46, nor2b_1 0.18, o2111ai_1 0.24, a211oi_1 0.90, nor3_1 0.20
nor3_1 0.24, o21ai_0 0.10, a31o_1 0.26, or4_1 0.49, nor4_1 0.56, nand4_1 0.19
nor2_1 0.15, clkdlybuf4s50_1 0.47
[layout make-up]
type                            instances  area share
Multi-Input combinational cell        984       0.760
Timing Repair Buffer                  168       0.168
Inverter                               94      0.0372
Tap cell                              265      0.0347
[cells in the mapped netlist (8+ instances only)]
cell / count
a211o_1: 12
a211oi_1: 23
a21o_1: 15
a21oi_1: 80
a22oi_1: 26
a31o_2: 8
a31oi_1: 13
and2_1: 10
and3_1: 14
clkbuf_1: 58
ha_1: 89
inv_1: 83
mux2_2: 13
mux2i_1: 82
mux2i_2: 12
mux2i_4: 9
nand2_1: 90
nand2b_1: 24
nand3_1: 21
nand4_1: 12
nor2_1: 90
nor2b_1: 20
nor3_1: 30
nor4_1: 25
o211ai_1: 12
o21a_1: 10
o21ai_0: 56
o221ai_1: 16
o22ai_1: 17
o31ai_1: 15
or3_1: 11
or4_1: 8
xnor2_1: 15
[worst max path at each step]
stage	start	end
5_1_grt	ALUSrcA	zero
6_report	ALUSrcA	zero
4_1_cts	ALUSrcA	zero
[kinds of logic (layout without fill, tap and decap cells)]
family | count (synthesis) | after routing | share of synthesized area
AND/OR/NAND/NOR | 369 | 369 | 0.229
adder cells (fa/ha/maj) | 91 | 91 | 0.144
multiplexers | 119 | 119 | 0.175
buffers and inverters | 176 | 262 | 0.0938
XOR/XNOR | 17 | 17 | 0.0186
AND-OR/OR-AND | 388 | 388 | 0.340
[per-stage QoR]
| stage | setup WS, ns | cells | total power (µW) | hold slack [ns] |
|---|---|---|---|---|
| after CTS | 5.66 | 1511 | 316 | 9.49 |
| after floorplan | 7.86 | 1160 | 200 | 8.38 |
| after global placement | 5.74 | 1511 | 316 | 9.46 |
| after global routing | 5.41 | 1511 | 346 | 9.56 |
| final | 5.57 | 1511 | 324 | 9.49 |
| after detailed placement | 5.70 | 1511 | 315 | 9.47 |
[metal layers]
metal | GRT usage | up-vias | part of all wire
li1 | - | 4540 | -
met1 | 0.520 | 4415 | 0.43
met2 | 0.520 | 593 | 0.41
met3 | 0.0825 | 98 | 0.11
met4 | 0.152 | 0 | 0.047
met5 | 0 | - | 0
[power breakdown]
| group | internal [µW] | switching [µW] |
|---|---|---|
| Sequential | 0 | 0 |
| Clock | 0 | 0 |
| Combinational | 134 | 190 |
| Total | 134 | 190 |
Power and IR drop assume default switching activity.
