## /design/flow/config.mk

```make
export PLATFORM = sky130hd
export DESIGN_NAME = DataMem
export DESIGN_NICKNAME = DataMem
export VERILOG_FILES = /design/flow/design.v
export SDC_FILE = /design/flow/constraint.sdc
export NUM_CORES = 4
export LEC_CHECK = 1
export CORE_UTILIZATION = 40
```

## /design/flow/constraint.sdc

```tcl
current_design DataMem

set clk_period 94.4
set clk_io_pct 0.2

create_clock -name clk0 -period $clk_period [get_ports {CLK}]

set non_clock_inputs [all_inputs -no_clocks]
set_input_delay [expr $clk_period * $clk_io_pct] -clock clk0 $non_clock_inputs
set_output_delay [expr $clk_period * $clk_io_pct] -clock clk0 [all_outputs]
```

## /design/flow/design.v

```verilog
`timescale 1ns / 1ps
module DataMem(
    input CLK,
    input [31:0] DAddr,
    input [31:0] DataIn,
    input mRD,
    input mWR,
    output [31:0] DataOut
    );
    reg [7:0] ram [0:300];
    assign DataOut[7:0] = (mRD == 0) ? ram[DAddr + 3] : 8'bz;
    assign DataOut[15:8] = (mRD == 0) ? ram[DAddr + 2] : 8'bz;
    assign DataOut[23:16] = (mRD == 0) ? ram[DAddr + 1] : 8'bz;
    assign DataOut[31:24] = (mRD == 0) ? ram[DAddr] : 8'bz;
    always@( negedge CLK ) begin
        if( mWR == 0 ) begin
            ram[DAddr] <= DataIn[31:24];
            ram[DAddr + 1] <= DataIn[23:16];
            ram[DAddr + 2] <= DataIn[15:8];
            ram[DAddr + 3] <= DataIn[7:0];
        end
    end
endmodule
```

## /design/flow/run.sh

```bash
#!/bin/bash
# OpenROAD 26Q1-2900-gdf79404cd8, Yosys 0.63+post, stock flow scripts
make -C /OpenROAD-flow-scripts/flow DESIGN_CONFIG=/design/flow/config.mk WORK_HOME=/design/flow/orfs finish
```

==> results.sh <==
# flow metrics
export IMPL_io_pins=99
export IMPL_setup_violations_final=0
export IMPL_antenna_found_initial=324
export IMPL_first_pass_iters=9
export IMPL_ys_flop_type="edfxtp_1"
export IMPL_syn_area_um2=237700
export IMPL_gp_congestion=1.144
export IMPL_violations="antenna rules, capacitance limit, slew limit"
export IMPL_start_kind="flop"
export IMPL_synth_cell_type_count=93
export IMPL_ys_flops=2408
export IMPL_cpPeakStageDelay_ns=0.87
export IMPL_worst_ep_required_time_ns=75.52
export IMPL_peakVddDrop_uv=14.47
export IMPL_ctsHtreeMaxLevel=5
export IMPL_grt_total_usage_pct=56.88
export IMPL_cpMostUsedCell="mux4_2"
export IMPL_root_buffer="clkbuf_16"
export IMPL_crit_type="flop to output pin"
export IMPL_async_flop_share_pct=0
export IMPL_p_seq_share_pct=29.4
export IMPL_ys_chip_area_um2=237700
export IMPL_largest_reg_flops=2408
export IMPL_postRouteAntennaNets=1
export IMPL_dp_hpwl_mm=1111
export IMPL_fp_row_count=282
export IMPL_syn_area_per_cell_um2=11.04
export IMPL_cts_resized=0
export IMPL_drc_errors=0
export IMPL_core_area_um2=590700
export IMPL_path_cells="mux4_2, mux4_2, a22oi_1, nand2_1, a21oi_1, nand4_1, clkdlybuf4s50_1"
export IMPL_netlist_instances=21530
export IMPL_finalMaxSlewViolations=2
export IMPL_clock_sinks=2408
export IMPL_synth_seq_share_pct=30.42
export IMPL_die_area_um2=597300
export IMPL_reg_top3="ram: 2408 flops"
export IMPL_yosys_warnings=5
export IMPL_cts_buffers=333
export IMPL_grt_pass1_vias=228000
export IMPL_end_kind="output pin"
export IMPL_power_leakage_uw=0.1003
export IMPL_die_x_um=772.9
export IMPL_crit_fanout=4
export IMPL_layout_cells_most_common="mux4_2"
export IMPL_fp_util_pct=40.24
export IMPL_regMostFlops="ram"
export IMPL_grt_max_degree=108
export IMPL_num_vias=242100
export IMPL_hold_viol_final=0
export IMPL_power_density_nw_per_um2=15.03
export IMPL_synthToLayoutAreaGrowth_pct=14.60
export IMPL_switchingPower_uw=1621
export IMPL_hold_path_cell_count=5
export IMPL_layout_drive_gt1_share_pct=26.51
export IMPL_drv_cap=1
export IMPL_grt_overflow=0
export IMPL_worst_slew_pin_slew_ns=1.591
export IMPL_slew_headroom_pct=-8.828
export IMPL_drt_initial_drc_count=32050
export IMPL_internal_power_uw=2472
export IMPL_cts_buffer_depth=4
export IMPL_pwr_share_comb_pct=25.0
export IMPL_die_h_um=772.9
export IMPL_setup_tns_ns=0
export IMPL_cts_hold_buf=0
export IMPL_status="finished, violations left"
export IMPL_cpMaxStageDelayCell="a21oi_1"
export IMPL_rsz0062_at_grt="no"
export IMPL_hold_class="primary input to output pin"
export IMPL_tool_warnings=1073
export IMPL_switching_share_pct=39.60
export IMPL_path_clk_slew_ns=0.03
export IMPL_vias_per_cell=7.578
export IMPL_cp_arrival_ns=53.25
export IMPL_avgRoutedWirePerCell_um=51.30
export IMPL_clock_power_share_pct=45.6
export IMPL_cts_tree="built"
export IMPL_edf_count=2408
export IMPL_portBuffers=74
export IMPL_lay_top_cells="mux4_2, nand2_1, inv_1"
export IMPL_grt_pass1_wl_mm=2124
export IMPL_power_total_uw=4093
export IMPL_wl_mm=1639
export IMPL_postCtsSetupBuffers=0
export IMPL_yosysCellCount=21530
logic make-up after synthesis:
logic type                 share of synthesized area [%]
buffers and inverters                              4.533
DFF                                                30.42
and+or+nand+nor                                    10.33
muxes                                              38.60
xor gates and xnor gates                          0.1153
AOI/OAI and AO/OA                                  15.96
adders and majority gates                        0.04211
per-layer routing:
layer,up-vias,share of wire (%),GRT usage [%]
met2,25730,38,68.48
met3,7309,20,50.13
li1,90530,-,-
met1,118200,30,59.54
met4,329,10,44.57
met5,-,0.80,24.36
final timing paths:
path                               from     endpoint
setup / recovery  ram[182][6]$_DFFE_NP_  DataOut[30]
hold / removal                 DAddr[6]  DataOut[29]
stage by stage:
step / hold slack (ns) / worst slack, ns / instances / instance area (um^2) / utilization [%]
global route: 39.33 / 22.58 / 31620 / 271600 / 45.98
finish: 39.32 / 22.27 / 31960 / 272400 / 46.12
floorplan: 38.11 / 23.82 / 21530 / 237700 / -
CTS: 39.23 / 22.67 / 31300 / 270800 / 45.84
detailed placement: 39.22 / 21.87 / 28290 / 249800 / 42.30
global placement: 39.23 / 21.89 / 28290 / 249800 / 42.30
worst max-delay path: cells and delay by family (launching register included):
family / cells / cell delay [ns]
AOI/OAI and AO/OA: 2 / 1.46
and+or+nand+nor: 2 / 1.31
muxes: 2 / 1.09
buffers and inverters: 1 / 0.61
DFF: 1 / 0.50
cells in the mapped netlist, types with 45 or more instances:
| cell | count | area, um^2 |
|---|---|---|
| mux4_2 | 2709 | 61010 |
| nand2_1 | 2640 | 9910 |
| edfxtp_1 | 2408 | 72310 |
| o21ai_0 | 1923 | 9624 |
| clkbuf_1 | 1683 | 6317 |
| mux2i_1 | 1606 | 16080 |
| a211oi_1 | 1237 | 9286 |
| mux2_2 | 1141 | 12850 |
| o2bb2ai_1 | 1024 | 8969 |
| nor2_1 | 726 | 2725 |
| nand3_1 | 607 | 3038 |
| and2_1 | 527 | 3297 |
| nor2b_1 | 527 | 3297 |
| buf_2 | 437 | 2187 |
| o21ai_1 | 434 | 2172 |
| a21oi_1 | 304 | 1521 |
| buf_4 | 187 | 1404 |
| mux2_1 | 161 | 1813 |
| buf_1 | 130 | 488.0 |
| a21o_1 | 106 | 795.8 |
| o211ai_1 | 100 | 750.7 |
| nand4_1 | 80 | 500.5 |
| nor3_1 | 62 | 310.3 |
| a22oi_1 | 58 | 435.4 |
| a2111o_1 | 56 | 630.6 |
| a211oi_2 | 45 | 563.0 |
cell type report:
class | count | area, um^2
flip-flops and latches | 2408 | 72310
repair buffers | 1412 | 11470
well taps | 7810 | 9772
clock inverters | 2682 | 12520
multi-input cells | 16640 | 156200
fillers | 53420 | 318200
inverters | 10 | 50.05
clock buffers | 336 | 8408
diodes | 654 | 1637
power by group through the flow:
stage | logic [uW] | clock network, uW | registers (uW)
CTS | 937 | 1880 | 1200
global route | 989 | 1990 | 1200
finish | 1020 | 1870 | 1200
Power is estimated from default activity; no workload was simulated.
